`flow/run.sh`:
```
#!/bin/bash
# OpenROAD 26Q1-2900-gdf79404cd8, Yosys 0.63+post, stock flow scripts
make -C /OpenROAD-flow-scripts/flow DESIGN_CONFIG=/design/flow/config.mk WORK_HOME=/design/flow/orfs finish
```
`flow/config.mk`:
```
export PLATFORM = sky130hd
export DESIGN_NAME = SD_Write_Block
export DESIGN_NICKNAME = SD_Write_Block
export VERILOG_FILES = /design/flow/design.v
export SDC_FILE = /design/flow/constraint.sdc
export NUM_CORES = 4
export LEC_CHECK = 1
export CORE_UTILIZATION = 40
```
`flow/constraint.sdc`:
```
current_design SD_Write_Block

set clk_period 3.9
set clk_io_pct 0.2

create_clock -name clk0 -period $clk_period [get_ports {clk}]

set non_clock_inputs [all_inputs -no_clocks]
set_input_delay [expr $clk_period * $clk_io_pct] -clock clk0 $non_clock_inputs
set_output_delay [expr $clk_period * $clk_io_pct] -clock clk0 [all_outputs]
```
`flow/design.v`:
```
module SD_Write_Block (
    input            clk,         
    input            rst_n,       
    input            init_done,   
    input            MISO,        
    output           CS,          
    output           MOSI,        
    output           spi_clk,     
    input [31:0]     write_addr,  
    input [7:0]      data_in,     
    input            data_valid,  
    output reg       write_done,  
    output reg       busy         
);
localparam WRITE_CLK_DIV = 4;  
reg [2:0] write_spi_counter = 0;  
reg spi_clk_reg = 0;
reg spi_clk_prev = 0;
wire spi_clk_posedge;
wire spi_clk_negedge;
assign spi_clk = spi_clk_reg;
always @(posedge clk or negedge rst_n) begin
    if (!rst_n) begin
        write_spi_counter <= 0;
        spi_clk_reg <= 0;
        spi_clk_prev <= 0;
    end else begin
        spi_clk_prev <= spi_clk_reg;
        if (write_spi_counter >= (WRITE_CLK_DIV - 1)) begin
            write_spi_counter <= 0;
            spi_clk_reg <= ~spi_clk_reg;  
        end else begin
            write_spi_counter <= write_spi_counter + 1'b1;  
        end 
    end
end
assign spi_clk_posedge = (spi_clk_prev == 1'b0) && (spi_clk_reg == 1'b1);
assign spi_clk_negedge = (spi_clk_prev == 1'b1) && (spi_clk_reg == 1'b0);
reg [47:0] cmd24;
localparam IDLE          = 4'd0;
localparam WAIT_INIT     = 4'd1;
localparam SEND_CMD24    = 4'd2;
localparam WAIT_RESP     = 4'd3;
localparam READ_RESP     = 4'd4;
localparam SEND_TOKEN    = 4'd5;
localparam WRITE_DATA    = 4'd6;
localparam WAIT_DATA_RESP= 4'd7;
localparam READ_DATA_RESP= 4'd8;
localparam WAIT_BUSY     = 4'd9;
localparam DONE          = 4'd10;
reg [3:0] state = IDLE;
reg [8:0] bit_cnt = 0;        
reg [7:0] resp = 0;
reg [8:0] byte_cnt = 0;       
reg [7:0] wait_busy_cnt = 0;  
reg cs_reg = 1;
reg mosi_reg = 1;
assign CS = cs_reg;
assign MOSI = mosi_reg;
reg [7:0] data_buffer = 0;
always @(posedge clk or negedge rst_n) begin
    if (!rst_n) begin
        state <= IDLE;
        bit_cnt <= 0;
        byte_cnt <= 0;
        cs_reg <= 1;
        mosi_reg <= 1;
        resp <= 0;
        write_done <= 0;
        busy <= 0;
        cmd24 <= 0;
        data_buffer <= 0;
        wait_busy_cnt <= 0;
    end else begin
        case (state)
            IDLE: begin
                write_done <= 0;
                busy <= 0;
                cmd24 <= {8'h58, write_addr, 8'hFF};  
                if (init_done) begin
                    busy <= 1;
                    state <= WAIT_INIT;
                end
            end
            WAIT_INIT: begin
                if (spi_clk_negedge) begin
                    if (bit_cnt < 8) begin
                        bit_cnt <= bit_cnt + 1'b1;
                        mosi_reg <= 1;
                    end else begin
                        bit_cnt <= 0;
                        cs_reg <= 0;  
                        state <= SEND_CMD24;
                    end
                end
            end
            SEND_CMD24: begin
                if (spi_clk_negedge) begin
                    if (bit_cnt < 48) begin
                        mosi_reg <= cmd24[47 - bit_cnt];
                        bit_cnt <= bit_cnt + 1'b1;
                    end else begin
                        bit_cnt <= 0;
                        state <= WAIT_RESP;
                    end
                end
            end
            WAIT_RESP: begin
                mosi_reg <= 1;
                if (spi_clk_negedge) begin
                    if (bit_cnt < 7) begin
                        bit_cnt <= bit_cnt + 1'b1;
                    end else begin
                        bit_cnt <= 0;
                        state <= READ_RESP;
                    end
                end
            end
            READ_RESP: begin
                if (spi_clk_posedge) begin
                    resp <= {resp[6:0], MISO};
                    bit_cnt <= bit_cnt + 1'b1;
                    if (bit_cnt == 8) begin
                        if (resp == 8'h00) begin
                            bit_cnt <= 0;
                            byte_cnt <= 0;
                            state <= SEND_TOKEN;
                        end else begin
                            state <= DONE;
                        end
                    end
                end
            end
            SEND_TOKEN: begin
                if (spi_clk_negedge) begin
                    if (bit_cnt < 8) begin
                        mosi_reg <= (bit_cnt == 0) ? 1'b0 : 1'b1;  
                        bit_cnt <= bit_cnt + 1'b1;
                    end else begin
                        bit_cnt <= 0;
                        state <= WRITE_DATA;
                        data_buffer <= data_in;  
                    end
                end
            end
            WRITE_DATA: begin
                if (spi_clk_negedge) begin
                    if (bit_cnt < 8) begin
                        mosi_reg <= data_buffer[7 - bit_cnt];
                        bit_cnt <= bit_cnt + 1'b1;
                    end else begin
                        bit_cnt <= 0;
                        byte_cnt <= byte_cnt + 1'b1;
                        if (byte_cnt < 9'd511) begin
                            if (data_valid) begin
                                data_buffer <= data_in;
                            end else begin
                                data_buffer <= 8'hFF;
                            end
                        end else begin
                            state <= WAIT_DATA_RESP;
                        end
                    end
                end
            end
            WAIT_DATA_RESP: begin
                mosi_reg <= 1;  
                if (spi_clk_posedge) begin
                    resp <= {resp[6:0], MISO};
                    bit_cnt <= bit_cnt + 1'b1;
                    if (bit_cnt == 8) begin
                        bit_cnt <= 0;
                        state <= READ_DATA_RESP;
                    end
                end
            end
            READ_DATA_RESP: begin
                if (spi_clk_posedge) begin
                    resp <= {resp[6:0], MISO};
                    bit_cnt <= bit_cnt + 1'b1;
                    if (bit_cnt == 8) begin
                        if ((resp & 8'h1F) == 5'h05) begin
                            bit_cnt <= 0;
                            wait_busy_cnt <= 0;
                            state <= WAIT_BUSY;
                        end else begin
                            state <= DONE;
                        end
                    end
                end
            end
            WAIT_BUSY: begin
                mosi_reg <= 1;
                if (spi_clk_posedge) begin
                    if (MISO == 1'b0) begin
                        wait_busy_cnt <= wait_busy_cnt + 1'b1;
                        if (wait_busy_cnt >= 8'hFF) begin
                            state <= DONE;
                        end
                    end else begin
                        state <= DONE;
                    end
                end
            end
            DONE: begin
                write_done <= 1;
                busy <= 0;
                cs_reg <= 1;  
                mosi_reg <= 1;
            end
            default: state <= IDLE;
        endcase
    end
end
endmodule
```
==> Flow_metrics.wiki <==
== Flow metrics ==
{| class="wikitable"
! Metric !! Value
|-
| Result of the run || completed
|-
| Worst vdd ir || 0.000290 V
|-
| Time the final worst path needs with I/O delays and setup || 2920 ps
|-
| CTS tree || done
|-
| IO Pins || 50
|-
| Maximum number of pins on one net before global-route repair || 57
|-
| Number of enable-type register cells in the synthesized netlist || 0
|-
| Peak fanout along the critical path || 20
|-
| Setup repair after global routing missed its margin || no
|-
| Layout Area Growth over Synthesis || 19.0%
|-
| Path category of the worst min-delay check || reg -> reg
|-
| Register bank with the most flops || cmd24
|-
| Slack of the worst reg-to-reg path || 980 ps
|-
| Number of failing hold endpoints at the final stage || 0
|-
| Netlist Area Pre-Place || 4880 sq um
|-
| Worst min-delay path startpoint || write_spi_counter[2]
|-
| Wire length of the first global-routing pass || between 15000 and 20000 microns
|-
| Post-route antenna net violation count || 0
|-
| Maximum Capacitance Violations || 0
|-
| Antenna violations before repair || 0
|-
| Number of antenna repair diodes || 0
|-
| Wire length reported by the detailed router || 10200 microns
|-
| Top Registers || cmd24 x33, bit_cnt x9, byte_cnt x9
|-
| Gate family responsible for the most delay along the worst path || simple AND/OR/NAND/NOR gates
|-
| Vias in the first global route || 3715
|-
| Power density over cell area || ~680 nW/um^2
|-
| Tally of buffers added on design ports || 49
|-
| Worst-Margin Slew || 782 ps
|-
| Distinct lib cells used || between 60 and 70
|-
| Depth of the worst hold-timing path || 1
|-
| Buffers inserted by post-CTS timing repair || 0
|-
| Critical Path Start Type || flip-flop
|-
| Number of warnings issued by yosys || 1
|-
| Worst R2R Start || state[0]
|-
| Via/cell ratio || 5.65
|-
| Flop area || 2200 sq um
|-
| Worst Hold End || write_spi_counter[0]
|-
| Post-CTS sizing || 0
|-
| Total power || 3.97 mW
|-
| Cell chosen for the clock root || clkbuf_16
|-
| Ratio of cells with drive above 1 in the final layout || 0.180
|-
| Clock latency reported for the late side of the worst-skew pair || 340 ps
|-
| Proportion of register bits with asynchronous set or reset after synthesis || 1.00
|-
| DR WL/cell || between 15 and 20 microns
|-
| Max-slew headroom || 0.478
|-
| Clock input transition at the sequential cells of the worst setup and hold paths || 70 ps
|-
| Yosys Instances || between 400 and 500
|-
| Via count || 3690
|-
| Max Clock Skew || 6.69 ps
|-
| Core Region || 11700 sq um
|-
| Synthesis area per yosys || slightly below 5000 sq um
|-
| Clock sinks || 88
|-
| Critical Path Max Stage Delay || roughly 770 ps
|-
| Final-report max-slew violation count || 0
|-
| Syn Inst Count || 463
|-
| Die extent in x || 112 microns
|-
| Tally of OpenROAD warnings || 30
|-
| Static leakage power || between 2 and 2.5 nW
|-
| Critical Path, Cell by Cell || nor2b_1, nor3_1, a32o_1, o41ai_4, nor2_2, mux2_2
|-
| Mean post-synth cell area || 10.5 sq um
|-
| Commonest non-fill, non-tap cell in the layout || dfrtp_1
|-
| Number of buffers inserted by hold repair at cts || 0
|-
| Main flop type || dfrtp_1
|-
| HPWL after detailed placement || 7250 microns
|-
| Y dimension of the die || 112 microns
|-
| Fraction of the core area covered by cells at the end of the flow || 0.498
|-
| Sequential share of the synthesized area || 0.452
|-
| Flip-flop count of the largest register after layout || 33
|-
| Core Rows || 39
|-
| Total gr overflow || 0
|-
| Worst Path Arrival || approximately 3200 ps
|-
| Critical path buffer and inverter count || 0
|-
| Final GP Congestion || just under 0.9
|-
| Flip-flop and latch count after synthesis || a little under 90
|-
| Endpoint class of the critical path || flip-flop
|-
| Chip Footprint || 12600 sq um
|-
| Peak clock frequency supported by timing || 0.342 GHz
|-
| Setup TNS after final layout || 0 ps
|-
| Final period util || 0.749
|-
| Count of fill cells added during filler insertion || 1017
|-
| TritonCTS Buffers || 9
|-
| Critical Setup Path Class || reg -> reg
|-
| Number of cells on the worst reg-to-reg path || 6
|-
| Multi-input logic area || 2530 sq um
|-
| Reg2Reg Capture Point || bit_cnt[0]
|-
| Final setup violation count || 0
|-
| Maximum clock insertion buffer count || 2
|-
| Most frequent cells in the layout || 86 x dfrtp_1, 48 x clkdlybuf4s50_1, 46 x o21ai_0
|-
| CP max stage cell || dfrtp_1
|-
| Effective utilization at floorplan || 0.418
|-
| Total iterations of the first detailed-routing run || 4
|-
| Final routed DRC violation total || 0
|-
| CP Data Required Time || 4130 ps
|-
| Total GRT Usage || 0.177
|-
| First DRT Iteration DRCs || 216
|-
| H-tree levels || 3
|}
-- report_power, final --
group          internal [mW]  total (mW)  switching, mW
Clock                  0.520       0.880          0.360
Sequential              1.20        1.49          0.291
Combinational          0.838        1.60          0.764
Total                   2.55        3.97           1.42
-- cell type report --
cell class / instances / share of cell area
clock buffers: 11 / 0.0418
clock inverters: 5 / 0.0110
inverters: 14 / 0.00905
multi-input cells: 337 / 0.436
flip-flops and latches: 88 / 0.380
well taps: 143 / 0.0308
repair buffers: 55 / 0.0918
-- through the flow --
| step | cells | setup WS (ps) | cell area [sq um] | hold WS [ps] |
|---|---|---|---|---|
| after floorplan | 463 | 1460 | 4880 | 425 |
| after global placement | 637 | 1100 | 5500 | 443 |
| after detailed placement | 637 | 1030 | 5500 | 454 |
| after CTS | 653 | 1010 | 5810 | 468 |
| after global routing | 653 | 616 | 5810 | 490 |
| final | 653 | 979 | 5810 | 461 |
-- layer usage --
| metal | wire [microns] | global-route usage | share of wire | up-vias |
|---|---|---|---|---|
| li1 | - | - | - | 1805 |
| met4 | 125 | 0.0178 | 0.012 | 0 |
| met5 | 0 | 0 | 0 | - |
| met3 | 444 | 0.0281 | 0.043 | 11 |
| met2 | 4850 | 0.284 | 0.47 | 88 |
| met1 | 4810 | 0.272 | 0.47 | 1786 |
-- cell usage after synthesis, types with 3 or more instances --
cell	count	area (sq um)
dfrtp_1	86	2150
o21ai_0	46	230
mux2_2	42	473
nor2_1	30	113
nand2_1	28	105
and3_1	15	93.8
inv_1	14	52.6
nand3_1	13	65.1
clkbuf_1	12	45.0
ha_1	12	150
o31ai_1	12	90.1
mux4_2	11	248
nor3_1	11	55.1
nor2b_1	10	62.6
a31oi_1	9	56.3
buf_2	8	40.0
nand2b_1	8	50.1
a21oi_1	7	35.0
and2_1	7	43.8
a22o_1	6	52.6
nand4_1	6	37.5
or2_2	6	37.5
nor4_1	4	25.0
o21ai_1	4	20.0
a21o_1	3	22.5
buf_1	3	11.3
mux2i_1	3	30.0
-- worst max-delay path by stage --
stage	startpoint	end	slack (ps)	depth (start not counted)
CTS	state[0]	bit_cnt[0]	1010	6
global route	bit_cnt[0]	byte_cnt[7]	620	8
finish	state[0]	bit_cnt[0]	980	6
-- kinds of logic (layout without fill, tap and decap cells) --
family | after synthesis | in the layout | share of synthesized area
simple gates | 155 | 155 | 0.177
compound gates | 113 | 113 | 0.153
flops | 88 | 88 | 0.452
mux | 56 | 56 | 0.154
buf+inv | 38 | 85 | 0.0315
fa+ha+maj | 12 | 12 | 0.0308
xor+xnor | 1 | 1 | 0.00180
No activity file was given, so power comes from the tool's default toggle rates.
